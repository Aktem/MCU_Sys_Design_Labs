==> /design/flow/design.v <==
`timescale 1ns / 1ps
module jackpot(
    output [3:0] LEDS,
    input CLOCK,
    input [3:0] SWITCHES,
    input RESET
    );
    reg clk = 0;
    reg [26:0] clk_count = 27'd0;
    reg [3:0] current_out = 4'b0000;
    wire [3:0] next_out;
    reg [3:0] switch_state = 4'b0000;
    reg win_condition = 1'b0;
    assign next_out = (current_out==4'b0001|current_out==4'b1111) ? 4'b1000:(current_out>>1'b1);
    always @(posedge CLOCK) begin
        if (clk_count == 27'd0)
            clk <= 1;
        else if (clk_count == 27'd31249999)
            clk <= 0;
        if(clk_count == 27'd62499999)
            clk_count <= 27'd0;
        else
            clk_count <= clk_count + 27'd1;
    end
    always @(posedge CLOCK) begin
        switch_state <= (switch_state!=SWITCHES) ? SWITCHES:switch_state;
    end
    always @(switch_state) begin
        win_condition <= (switch_state == current_out) ? 1'b1:1'b0;
    end
    always @(posedge clk) begin
        if (RESET==1'b1)
            current_out <= 4'b0001;
        else
            current_out <= (win_condition==1'b1) ? 4'b1111:next_out;
    end 
    assign LEDS[3:0] = current_out[3:0];
endmodule
==> /design/flow/run.sh <==
#!/bin/bash
# OpenROAD 26Q1-2900-gdf79404cd8, Yosys 0.63+post, stock flow scripts
make -C /OpenROAD-flow-scripts/flow DESIGN_CONFIG=/design/flow/config.mk WORK_HOME=/design/flow/orfs finish
==> /design/flow/config.mk <==
export PLATFORM = sky130hd
export DESIGN_NAME = jackpot
export DESIGN_NICKNAME = jackpot
export VERILOG_FILES = /design/flow/design.v
export SDC_FILE = /design/flow/constraint.sdc
export NUM_CORES = 4
export LEC_CHECK = 1
export CORE_AREA = 10 10 104 104
export DIE_AREA = 0 0 114 114
==> /design/flow/constraint.sdc <==
current_design jackpot

set clk_period 3.5
set clk_io_pct 0.2

create_clock -name clk0 -period $clk_period [get_ports {CLOCK}]

set non_clock_inputs [all_inputs -no_clocks]
set_input_delay [expr $clk_period * $clk_io_pct] -clock clk0 $non_clock_inputs
set_output_delay [expr $clk_period * $clk_io_pct] -clock clk0 [all_outputs]
==> GITHUB_STEP_SUMMARY <==
### Flow metrics

| Metric | Value |
|---|---|
| DP HPWL | between 2 and 2.5 mm |
| Max Clock Skew | around 4.4 ps |
| Avg Cell Area, Syn | roughly 9.6 um^2 |
| Ys Warns | 1 |
| Number of port buffers | 9 |
| Die H | roughly 110 um |
| Standard-cell row count | 34 |
| Yosys top cell by instances | dfxtp_1 |
| Average wire per standard cell | ~11 um |
| Die Footprint | 13000 um^2 |
| Setup TNS | 0 ps |
| Share of layout cells above drive strength 1 | 0.0761 |
| CTS Buffer Depth | 2 |
| Tightest Hold Check Type | reg -> reg |
| FP Util | 0.185 |
| Clk latency late pin | ~280 ps |
| Slew headroom | 0.376 |
| Outcome | finished clean |
| Crit Path Class | reg -> reg |
| Reg clk slew, reported paths | roughly 60 ps |
| Peak supply drop | between 0.15 and 0.2 mV |
| GRT Residual Overflow | 0 |
| Async SR Flop Fraction | 0 |
| Max-Cap Viols | 0 |
| RSZ-0062 raised after global routing | false |
| Post-synth seq share | 0.474 |
| CTS tree | built |
| Pwr/cell area | 378 nW/um^2 |
| Placed Cells | around 280 |
| WL final | around 3.1 mm |
| Worst Hold Path EP | clk_count[26]$_SDFF_PN0_ |
| Hold path depth | 1 |
| Yosys synthesis chip area | around 1600 um^2 |
| Largest net degree at the start of global routing | 11 |
| FF-to-FF End | clk_count[10]$_SDFF_PN0_ |
| Io pins | 10 |
| Worst-path fanout max | 10 |
| First-pass GRT wire length | around 5.5 mm |
| F_max | between 400 and 500 MHz |
| Initial DRC Count | slightly above 80 |
| Cell area after synthesis | about 1600 um^2 |
| Setup-failing EPs final | 0 |
| Final hold slack | roughly 500 ps |
| Initial antenna violation count | 0 |
| Worst reg-to-reg setup slack | between 1000 and 1500 ps |
| Post-synth EDFFs | 4 |
| Gpl congestion | between 0.8 and 0.9 |
| DRC | 0 |
| Tmin final | between 2000 and 2500 ps |
| Hold_sp | clk_count[26]$_SDFF_PN0_ |
| Commonest cells in the netlist | dfxtp_1 (32), nand3_1 (18), nand2_1 (15), xnor2_1 (15), nor2_1 (14) |
| Pins Over Slew Limit | 0 |
| DR vias/cell | 4.18 |
| Post_cts resized | 0 |
| Syn Inst Count | 168 |
| CTS Hold Bufs | 0 |
| Final worst-path cycle share | 0.588 |
| Non-Filler Instances | around 300 |
| Die X | ~110 um |
| Register pins left without a clock | 4 |
| Via count | ~1200 |
| CORE AREA | about 8700 um^2 |
| Crit-path slowest cell | nor4_2 |
| Reg-to-reg startpoint | clk_count[0]$_SDFF_PN0_ |
| Ant diodes | 0 |
| Area Growth Syn to Fin | 20.3% |
| Total CTS buffers | 5 |
| Yosys Instances | approximately 170 |
| Postcts setup bufs | 0 |
| Synth Register Bits | 36 |
| Synth area leader | dfxtp_1 |
| Reg2Reg Depth | 5 |
| Hold Vio Cnt, Final | 0 |
| Crit start category | flop |
| H-Tree Depth | 2 |
| CTS root buf | clkbuf_8 |
| Worst Setup End Kind | flop |
| Crit path largest cell delay | between 700 and 800 ps |
| Pre-antenna DRT Iters | 6 |
| Vias in the first global route | ~1200 |
| Endpoints left unconstrained | 8 |
| Yosys cell types | 30 |
| Main flop type | dfxtp_1 |
| Crit path cell chain | ha_1 > and3_2 > nand4_2 > nor4_2 > nor2_1 |
| All-layer global routing usage | 0.0490 |
| Number of nets with antenna violations after routing | 0 |
| Cell area leaders | dfxtp_1 (40%), xnor2_1 (8.2%), edfxtp_1 (7.5%) |
| Arrival time at the worst endpoint | between 2000 and 2500 ps |
| Leak | about 0.00071 uW |
| Area leader share | 0.399 |
| Fillcell total | between 900 and 1000 |
| Tool warnings | 26 |
| Worst slew pin tran | around 930 ps |
| WP data required | between 3000 and 4000 ps |
[kinds of logic (layout without fill, tap and decap cells)]
group           Yosys count  in the layout  share of synthesized area
simple gates             84             84                      0.297
flops                    36             36                      0.474
xor+xnor                 27             27                      0.147
compound gates           14             14                     0.0499
buf+inv                   4             20                     0.0101
fa+ha+maj                 2              2                     0.0156
mux                       1              1                    0.00624
[routing by layer]
metal	track usage	up-vias	wire, um
met5	0	-	0
met4	0.00668	0	34
met3	0.0170	5	251
met2	0.0702	28	1220
met1	0.0713	552	1640
li1	-	635	-
[layout make-up]
class                      count  area [um^2]  share of cell area
tap                          108          135              0.0699
sequential                    36          761               0.394
inverter                       3         11.3             0.00583
clock buffer                   5         68.8              0.0356
timing repair buffer           9         90.1              0.0466
clock inverter                 3         37.5              0.0194
multi-input combinational    128          828               0.429
[worst max path at each step]
stage	slack [ps]	to	start	cells past startpoint
CTS	1470	clk_count[10]$_SDFF_PN0_	clk_count[0]$_SDFF_PN0_	5
finish	1440	clk_count[10]$_SDFF_PN0_	clk_count[0]$_SDFF_PN0_	5
global route	1210	clk_count[10]$_SDFF_PN0_	clk_count[0]$_SDFF_PN0_	5
[report_power, final]
part	total, uW	switching (uW)	internal (uW)	leakage [uW]
clock	331	124	207	0.0000532
combinational	18.8	6.84	12.0	0.000360
sequential	380	3.17	376	0.000300
[cell usage in the layout, fill, tap and decap left out, types with 4 or more instances in the layout]
cell and n:
and3_1 7, nand4_1 8, xnor2_1 15, dfxtp_1 32
nor2_1 14, xor2_1 12, a21oi_1 5, edfxtp_1 4
nand3_1 18, nor4_1 6, nand2_1 15, clkdlybuf4s50_1 9
clkbuf_8 5
[metrics by stage]
| stage | power [uW] | area, um^2 | worst slack (ps) | utilization |
|---|---|---|---|---|
| after floorplan | 398 | 1610 | 1700 | - |
| final | 729 | 1930 | 1440 | 0.223 |
| after detailed placement | 407 | 1830 | 1490 | 0.210 |
| after global placement | 406 | 1830 | 1510 | 0.210 |
| after CTS | 739 | 1930 | 1470 | 0.223 |
| after global routing | 764 | 1930 | 1210 | 0.223 |
[flip-flops by register name, summed over array words and instances (netlist names)]
signal / flops
clk: 1
clk_count: 27
current_out: 4
switch_state: 4
[worst max-delay path, delay by kind of cell, from the launching register on]
family | cells | cell delay, ps
simple gates | 4 | 1270
flops | 1 | 400
fa+ha+maj | 1 | 240
Power figures rest on the tool's default switching activity, not on a simulated workload.
