<file path="flow/config.mk">
export PLATFORM = sky130hd
export DESIGN_NAME = counter
export DESIGN_NICKNAME = counter
export VERILOG_FILES = /design/flow/design.v
export SDC_FILE = /design/flow/constraint.sdc
export NUM_CORES = 4
export LEC_CHECK = 1
export CORE_AREA = 10 10 107 107
export DIE_AREA = 0 0 117 117
</file>
<file path="flow/constraint.sdc">
current_design counter

set clk_period 3.6
set clk_io_pct 0.2

create_clock -name clk0 -period $clk_period [get_ports {CLOCK}]

set non_clock_inputs [all_inputs -no_clocks]
set_input_delay [expr $clk_period * $clk_io_pct] -clock clk0 $non_clock_inputs
set_output_delay [expr $clk_period * $clk_io_pct] -clock clk0 [all_outputs]
</file>
<file path="flow/design.v">
`timescale 1ns / 1ps
module counter(
    input CLOCK,
    input RESET,
    input [1:0] BUTTONS,
    output [3:0] LEDS
    );
    reg [3:0] count = 4'd0;
    reg clk = 0;
    reg [3:0] out = 4'd0;
    reg bs0 = 1'b0;
    reg bs1 = 1'b0;
    reg rst = 1'b0;
    reg [26:0] clk_count = 28'd0;
    always @(posedge CLOCK) begin
        if (clk_count == 28'd0)
            clk <= 1;
        else if (clk_count == 28'd62499999)
            clk <= 0;
        if (clk_count == 28'd124999999) 
            clk_count <= 0;
        else
            clk_count <= clk_count + 28'd1;
    end
    always @(posedge CLOCK) begin
        if (bs0 != BUTTONS[1]) begin
            bs0 = BUTTONS[1];
            if (bs0 == 1)
                count = count + 4'b1;
        end
        if (bs1 != BUTTONS[0]) begin
            bs1 = BUTTONS[0];
            if (bs1 == 1)
                count = count - 4'b1;
        end
        if(rst != RESET) begin
            rst = RESET;
            if (rst == 1)
                count = 1'b0;
        end
    end
    always @(posedge clk) begin
        out[3:0] <= count[3:0];
    end
    assign LEDS[3:0] = out[3:0];
endmodule
</file>
<file path="flow/run.sh">
#!/bin/bash
# OpenROAD 26Q1-2900-gdf79404cd8, Yosys 0.63+post, stock flow scripts
make -C /OpenROAD-flow-scripts/flow DESIGN_CONFIG=/design/flow/config.mk WORK_HOME=/design/flow/orfs finish
</file>
==> impl_metrics.toml <==
# yosys + openroad results
[outcome]
status = "completed"

[timing]
max-slew-margin-rel_pct = 47.5
untimed_endpoints = 8
clock_skew_ps = 11.5
grt_setup_unrepaired = "no"
finalCritPeriodShare_pct = 60.0
timing.fmax_mhz = 463
maxSlewViolCount = 0
fin_crit_ps = 2160
unclocked_pins = 4
setup_tns_ps = 0
hold_violations = 0
final-setup-viol-count = 0
worst_pin_slew_ps = 782

[power_and_ir_drop]
powerDensity_nw_per_um2 = 400
p_int_uw = 619
pwr-share-seq_pct = 53.9
p_sw_share_pct = 25.9
p_leak_nw = 0.767
p_clk_share_pct = 31.9
ir_drop_mv = 0.131
pwr-share-comb_pct = 14.2
switching_power_uw = 216

[die]
floorplan.core_util_pct = 19.8
core_um2 = 9200
ios = 8
die_w_um = 117
dieArea_um2 = 13700
dieHeight_um = 117
rows = 35

[critical_path]
crit_type = "reg2reg"
start_kind = "flop"
end_kind = "flop"
reg2reg_depth = 5
worstPathRequired_ps = 3820
crit_arrival_ps = 2380
r2r_slack_ps = 1440
r2r_end = "clk_count[26]"
crit_fanout = 8
r2r-start = "clk_count[0]"

[hold_path]
hold_class = "reg2reg"
holdPathEnd = "clk_count[0]"
hp-start = "clk_count[0]"
whs_path_depth = 1

[placement]
io_buffers = 7
gp_congestion = 0.820
place_area_um2 = 2010
dp.final_hpwl_um = 2590

[synth]
ys.flop_type = "dfxtp_1"
synth_chip_area_um2 = 1820
synth_area_um2 = 1820
yosysUniqueCellTypes = 41
synthCells = 193
postSynthSeqShare_pct = 44.6
yosysCellCount = 193
edf_count = 3
async_flop_share_pct = 0
avgSynthCellArea_um2 = 9.42
ys_ff = 39
yosysWarnings = 1

[grt]
grtUsageTotal_pct = 5.34
grt_pass1_wl_um = 5990
grt_pass1_vias = 1268
grt-ovfl-total = 0
grt_max_degree = 13
antenna_found_initial = 0

[cts]
cts-root-buf = "clkbuf_8"
cts_setup_buffers = 0
htree_num_levels = 2
ctsLongestPathBuffers = 2
clk_latency_ps = 280
tritoncts = "built"
numCtsBuffers = 5
cts_resized = 0
clk_pin_slew_worst_paths_ps = 70
cts-hold-fix-buffers = 0

[final_layout]
lay_top_count = "dfxtp_1"
syn_to_final_growth_pct = 14.9
design_area_um2 = 2090
layout-drive-gt1-share_pct = 6.86
lay_top_cells = "36 x dfxtp_1, 16 x nor2_1, 13 x xor2_1, 13 x nand2_1, 11 x xnor2_1"
n_fill_cell = 996

[routing]
drcViolationCount = 0
wirelength_um = 3510
post_drt_wl_per_cell_um = 11.1
diodes = 0
vias = 1421
drtPass1Iterations = 4
avgViaCountPerCell = 4.51
ant_nets = 0
drt_iter0_markers = 101

[run]
tool_warnings = 26
drv_cap = 0
## kinds of logic after synthesis
group | after synthesis | synth area share, %
compound gates | 23 | 8.74
xor+xnor | 24 | 11.6
fa+ha+maj | 4 | 2.75
buf+inv | 13 | 3.17
flops | 39 | 44.6
mux | 1 | 0.551
simple gates | 89 | 28.6
## how the worst max path moves through the flow
stage	startpoint	endpoint	slack (ps)	cells past startpoint
after CTS	clk_count[0]	clk_count[26]	1430	5
after global routing	clk_count[0]	clk_count[26]	1310	5
final	clk_count[0]	clk_count[26]	1440	5
## sequential cells by signal, indices dropped and copies added, names as in the netlist
register,count
count,4
bs0,1
bs1,1
clk_count,27
out,4
clk,1
rst,1
## worst max-delay path, stage by stage (launching register included)
cell,delay (ps)
dfxtp_1,390
ha_1,240
nand4_2,250
or4_1,650
or4_1,430
a21oi_1,150
## metrics by stage
step | power (mW) | hold WS, ps | util [%] | worst slack (ps) | instances
4_1_cts | 0.850 | 482 | 22.7 | 1430 | 315
5_1_grt | 0.890 | 526 | 22.7 | 1310 | 315
3_5_place_dp | 0.578 | 466 | 21.8 | 1380 | 307
3_3_place_gp | 0.574 | 457 | 21.8 | 1400 | 307
6_report | 0.834 | 475 | 22.7 | 1440 | 315
2_1_floorplan | 0.550 | 441 | - | 1580 | 193
## cells in the mapped netlist (5+ instances only)
master | n | area share, %
nand3_1 | 8 | 2.2
nand4_1 | 8 | 2.8
nor2_1 | 16 | 3.3
a21oi_1 | 7 | 1.9
nor3_1 | 5 | 1.4
nor4_1 | 9 | 3.1
dfxtp_1 | 36 | 40
nand2_1 | 13 | 2.7
xor2_1 | 13 | 6.3
inv_1 | 8 | 1.7
or4_1 | 6 | 2.5
xnor2_1 | 11 | 5.3
## per-layer routing
| metal | vias to the layer above | global-route usage, % | share of wire, % |
|---|---|---|---|
| met3 | 7 | 1.44 | 7.1 |
| met2 | 38 | 7.84 | 42 |
| met5 | - | 0 | 0 |
| li1 | 721 | - | - |
| met4 | 0 | 0.988 | 1.3 |
| met1 | 655 | 7.79 | 49 |
## power groups by stage
stage / Clock (mW) / Sequential [mW] / Combinational (mW)
final: 0.266 / 0.450 / 0.118
after global routing: 0.298 / 0.456 / 0.136
after CTS: 0.280 / 0.450 / 0.120
## cell type report
class	count	area, µm²	area share (%)
repair buffers	8	77.6	3.71
multi-input cells	141	950	45.5
clock buffers	7	76.3	3.65
well taps	111	139	6.65
clock inverters	1	5.00	0.240
flip-flops and latches	39	811	38.8
inverters	8	30.0	1.44
Power figures rest on the tool's default switching activity, not on a simulated workload.
